==> design.v <==
module uart_tx(
	input clk, rst, data_ready,
	input [15:0] bit_duration,
	input [7:0] data,
	input [1:0] stopbits,
	output reg tx, tx_complete
);
parameter STATE_IDLE = 2'b00;
parameter STATE_STARTBIT = 2'b01;
parameter STATE_DATABITS = 2'b10;
parameter STATE_STOPBITS = 2'b11;
reg [7:0] txdata;
reg stopbit_state;
reg [3:0] bit_ctr;
reg [1:0] cur_state;
reg [15:0] ctr;
always @ (posedge clk)
	if(rst) begin
		tx <= 1;
		ctr <= 0;
		stopbit_state <= 0;
		tx_complete <= 0;
		cur_state <= STATE_IDLE;
		txdata <= 0;
		bit_ctr <= 0;
	end else begin
		ctr <= ctr + 1;
		case(cur_state)
			STATE_IDLE: begin
				tx <= 1;
				tx_complete <= 0;
				ctr <= 0;
				bit_ctr <= 0;
				stopbit_state <= 0;
				if(data_ready) begin
					txdata <= data;
					cur_state <= STATE_STARTBIT;
				end
			end
			STATE_STARTBIT: begin
				tx <= 0;
				if(ctr == bit_duration) begin
					ctr <= 0;
					cur_state <= STATE_DATABITS;
				end
			end
			STATE_DATABITS: begin
				tx <= txdata[bit_ctr];
				if(ctr == bit_duration) begin
					ctr <= 0;
					if(bit_ctr == 7) begin
						bit_ctr <= 0;
						cur_state <= STATE_STOPBITS;
					end else begin
						bit_ctr <= bit_ctr + 1;
					end
				end
			end
			STATE_STOPBITS: begin
				case (stopbits)
					2'b00: begin
						if(ctr == bit_duration >> 1) begin
							tx_complete <= 1;
							ctr <= 0;
							cur_state <= STATE_IDLE;
						end
					end
					2'b01: begin
						if(ctr == bit_duration) begin
							tx_complete <= 1;
							ctr <= 0;
							cur_state <= STATE_IDLE;
						end
					end
					2'b10: begin
						if((ctr == bit_duration >> 1) && (~stopbit_state)) begin  
							stopbit_state <= 1;
							ctr <= 0;
						end
						if(ctr == bit_duration) begin
							tx_complete <= 1;
							ctr <= 0;
							cur_state <= STATE_IDLE;
							stopbit_state <= 0;
						end
					end
					2'b11: begin
						if(ctr == bit_duration) begin  
							stopbit_state <= 1;
							ctr <= 0;
						end
						if(ctr == bit_duration && stopbit_state) begin
							tx_complete <= 1;
							ctr <= 0;
							cur_state <= STATE_IDLE;
							stopbit_state <= 0;
						end
					end
				endcase
			end
		endcase
	end
endmodule
==> run.sh <==
#!/bin/bash
# OpenROAD 26Q1-2900-gdf79404cd8, Yosys 0.63+post, stock flow scripts
make -C /OpenROAD-flow-scripts/flow DESIGN_CONFIG=/design/flow/config.mk WORK_HOME=/design/flow/orfs finish
==> config.mk <==
export PLATFORM = sky130hd
export DESIGN_NAME = uart_tx
export DESIGN_NICKNAME = uart_tx
export VERILOG_FILES = /design/flow/design.v
export SDC_FILE = /design/flow/constraint.sdc
export NUM_CORES = 4
export LEC_CHECK = 1
export CORE_UTILIZATION = 40
==> constraint.sdc <==
current_design uart_tx

set clk_period 3.3
set clk_io_pct 0.2

create_clock -name clk0 -period $clk_period [get_ports {clk}]

set non_clock_inputs [all_inputs -no_clocks]
set_input_delay [expr $clk_period * $clk_io_pct] -clock clk0 $non_clock_inputs
set_output_delay [expr $clk_period * $clk_io_pct] -clock clk0 [all_outputs]
==> out/results.ini <==
[outcome]
outcome = complete, no violations

[final_timing]
timing.clock.skew_ps = 9.27
timing.final.setup_violations = 0
maxSlewHeadroom = 0.652
finalSetupTns_ps = 0
tightest_slew_ps = 522
setup_repair_after_global_routing_missed_its_margin = no
timing_hold_violations_final = 0
max_freq_mhz = 405
layout_worst_path_cycle_share = 0.748
timing.final.max_slew_violations = 0
layout_min_cycle_time_ps = 2470

[floorplanning]
core.rowCount = 25
die_h_um = 72.7
ios = 31
core_util_floorplan = 0.421
die_w_um = 72.7
design.die.area_um2 = 5290
core_footprint_um2 = 4750

[finish]
final_util = 0.512
synthToLayoutAreaGrowth_pct = 21.6
nFillCells = 470
layout-drive-gt1-share = 0.0728
sequential_area_um2 = 701
multiInputGateArea_um2 = 1200

[routing]
topRoutingLayerUsed = met4
dr_total_vias = 1637
length_of_routed_met2_wiring_um = 1730
route.detailed.drc = 0
drt-total-wl_um = 4170
via_per_inst = 4.99
drt_iter0_markers = 95
drtAntennaViolNets = 0
antenna_cells = 0
avgRoutedWirePerCell_um = 12.7
dr_wl_met3_um = 189
firstDrtPassIters = 4
route.layer.met1.wl_um = 2190

[logic_synthesis]
yosys_chip_area_um2 = 2000
synth_top_flop_cell = sky130_fd_sc_hd__dfxtp_1
yosysWarningCount = 1
mappedNetlistArea_um2 = 2000
yosys.cell_types.count = 43
edf_count = 0
syn_avg_cell_area_um2 = 8.66
ys_cells = 231
syn_inst = 231
ys_seq_elements = 35
synth-seq-area-share = 0.350
async_flop_share = 0

[setup_path]
cp-end-kind = flip-flop
worst_ep_required_time_ps = 3520
ff2ff_setup_slack_ps = 1260
beginning_of_the_critical_path = bit_duration[7]
biggest_fanout_along_the_worst_timing_path = 4
cpPeakStageDelay_ps = 510
critical-path-top-delay-family = simple AND/OR/NAND/NOR gates
crit_type = in -> reg
number_of_cell_instances_on_the_worst_register_to_register_path = 7
path_cells = clkdlybuf4s50_1 > xor2_1 > nor4_1 > nand4_2 > or2_1 > or4b_1 > a21oi_1
arrival_ps = 2690
crit_reg_reg_endpoint = ctr[2]$_SDFF_PP0_
timing.critical_path.from_type = primary input
crit_path_top_delay_cell = sky130_fd_sc_hd__or4b_1
cp_num_buf_inv = 1
reg2reg_start = ctr[6]$_SDFF_PP0_

[global_routing]
grt_start_max_net_pins = 18
gr-usage-all-layers = 0.182
global_route_wire_length_before_repair_um = 7400
grt_antenna_before_repair = 0
overflow = 0
number_of_global_route_vias_before_repair = 1584

[pwr]
internal_power_mw = 0.641
clock_power_share = 0.346
power.share.sequential = 0.522
power.density_nw_per_um2 = 348
p_sw_mw = 0.205
ir_drop_mv = 0.174
power.share.switching = 0.243
comb_power_share = 0.132
power.leakage_nw = 0.950

[min_path]
hold_depth = 2
hold_path_class = reg -> reg
whs_endpoint = txdata[7]$_SDFFE_PP0P_
hold_path_startpoint = txdata[7]$_SDFFE_PP0P_

[cts]
cts_made_buffers = 5
tritoncts_num_sinks = 35
insertion_delay_ps = 290
cts-hold-fix-buffers = 0
post_cts_resize_count = 0
cts_max_path_buffers = 2
clk_transition_reported_paths_ps = 70
htree_depth = 2
post_cts.repair.setup_buffers = 0
cts_tree = built
clockRootBuffer = sky130_fd_sc_hd__clkbuf_8

[job]
log.warning_count = 28
cap_viol_max_count = 0

[placed_design]
dp.final_hpwl_um = 3040
placement.io_buffers = 30
globalplace.congestion = 0.859

## Yosys cell counts (2+ instances only)
| master | instances | share of area |
|---|---|---|
| sky130_fd_sc_hd__or2_2 | 2 | 0.0063 |
| sky130_fd_sc_hd__xor2_1 | 40 | 0.18 |
| sky130_fd_sc_hd__ha_1 | 6 | 0.038 |
| sky130_fd_sc_hd__inv_1 | 11 | 0.021 |
| sky130_fd_sc_hd__o31ai_1 | 2 | 0.0075 |
| sky130_fd_sc_hd__nand3_1 | 17 | 0.043 |
| sky130_fd_sc_hd__xnor2_1 | 5 | 0.022 |
| sky130_fd_sc_hd__nor4_2 | 3 | 0.019 |
| sky130_fd_sc_hd__and4_1 | 2 | 0.0088 |
| sky130_fd_sc_hd__nand2b_1 | 2 | 0.0063 |
| sky130_fd_sc_hd__nor2_1 | 20 | 0.038 |
| sky130_fd_sc_hd__nor4_1 | 6 | 0.019 |
| sky130_fd_sc_hd__o21ai_0 | 7 | 0.018 |
| sky130_fd_sc_hd__buf_2 | 2 | 0.0050 |
| sky130_fd_sc_hd__dfxtp_1 | 35 | 0.35 |
| sky130_fd_sc_hd__nand2_1 | 19 | 0.036 |
| sky130_fd_sc_hd__mux4_2 | 2 | 0.023 |
| sky130_fd_sc_hd__nand4_1 | 2 | 0.0063 |
| sky130_fd_sc_hd__nor2b_1 | 2 | 0.0063 |
| sky130_fd_sc_hd__o211ai_1 | 3 | 0.011 |
| sky130_fd_sc_hd__clkbuf_1 | 7 | 0.013 |
| sky130_fd_sc_hd__a21oi_1 | 15 | 0.038 |
## cell type report
class	count	area share
multi-input cells	174	0.495
inverters	11	0.0170
flip-flops and latches	35	0.288
clock inverters	1	0.00206
well taps	67	0.0344
repair buffers	33	0.133
clock buffers	7	0.0314
## metrics by stage
| step | instance area [um2] | std cells | hold WS [ps] | power (mW) | worst slack [ps] |
|---|---|---|---|---|---|
| detailed placement | 2350 | 320 | 447 | 0.562 | 530 |
| finish | 2430 | 328 | 454 | 0.846 | 831 |
| global route | 2430 | 328 | 481 | 0.893 | 636 |
| CTS | 2430 | 328 | 457 | 0.857 | 820 |
| global placement | 2350 | 320 | 442 | 0.564 | 525 |
| floorplan | 2000 | 231 | 433 | 0.505 | 1050 |
## flip-flops by register name (all words and copies together), names as in the netlist
| register | count |
|---|---|
| cur_state | 4 |
| ctr | 16 |
| txdata | 8 |
| tx | 1 |
| tx_complete | 1 |
| stopbit_state | 1 |
| bit_ctr | 4 |
## worst max-delay path by stage
stage                                      to  cells after the start
after CTS             bit_ctr[3]$_SDFFE_PP0P_                      7
after global routing       ctr[13]$_SDFF_PP0_                      8
final                 bit_ctr[3]$_SDFFE_PP0P_                      7
## cells in the final DEF (no fill, tap or decap), types with 3 or more instances in the layout
cell	n
sky130_fd_sc_hd__buf_4	3
sky130_fd_sc_hd__nor4_1	6
sky130_fd_sc_hd__clkdlybuf4s50_1	30
sky130_fd_sc_hd__inv_1	11
sky130_fd_sc_hd__ha_1	6
sky130_fd_sc_hd__o21ai_0	7
sky130_fd_sc_hd__nor4_2	3
sky130_fd_sc_hd__xnor2_1	5
sky130_fd_sc_hd__nand3_1	17
sky130_fd_sc_hd__dfxtp_1	35
sky130_fd_sc_hd__xor2_1	40
sky130_fd_sc_hd__nand2_1	19
sky130_fd_sc_hd__o211ai_1	3
sky130_fd_sc_hd__a21oi_1	15
sky130_fd_sc_hd__nor2_1	20
sky130_fd_sc_hd__clkbuf_8	5
## kinds of logic after synthesis
family | Yosys count | synth area share
adders and majority gates | 6 | 0.0375
muxes | 4 | 0.0331
xor gates and xnor gates | 45 | 0.197
AOI/OAI and AO/OA | 39 | 0.126
DFF | 35 | 0.350
and+or+nand+nor | 80 | 0.208
buffers and inverters | 22 | 0.0482
## power by group through the flow
stage     Sequential (mW)  Clock [mW]  Combinational, mW
6_report            0.442       0.293              0.111
5_1_grt             0.444       0.326              0.123
4_1_cts             0.442       0.303              0.112
## tightest hold or removal path: stages, from the launching register on
cell                      delay (ps)
sky130_fd_sc_hd__dfxtp_1         310
sky130_fd_sc_hd__nand2_1          50
sky130_fd_sc_hd__a21oi_1          50
## layer usage
layer	vias to the layer above	GRT usage
li1	854	-
met1	751	0.290
met2	27	0.268
met3	5	0.0392
met4	0	0.0174
met5	-	0
Power figures rest on the tool's default switching activity, not on a simulated workload.
