==> design.v <==
module uart_rx(
	input clk, rst, rx,
	input [15:0] bit_duration, start_bit_duration,
	input [1:0] stopbits,
	output reg [7:0] data,
	output reg data_ready
);
reg [3:0] rx_shift_reg;
reg [16:0] ctr;  
reg [4:0] bit_ctr;
reg [1:0] cur_state;
parameter STATE_IDLE = 2'b00;
parameter STATE_RECEIVE_START = 2'b01;
parameter STATE_READ_DATA = 2'b10;
parameter STATE_STOPBITS = 2'b11;
always @ (posedge clk) begin
	if(rst) begin
		ctr <= 0;
		rx_shift_reg <= 0;
		bit_ctr <= 0;
		data <= 0;
		data_ready <= 0;
		cur_state <= STATE_IDLE;
	end else begin
		rx_shift_reg <= {rx, rx_shift_reg[3:1]};
		ctr <= ctr + 1;
		case(cur_state)
			default: cur_state <= STATE_IDLE;
			STATE_IDLE: begin
				if((rx_shift_reg == 4'b0001) || (rx_shift_reg == 4'b0010)) begin
					cur_state <= STATE_RECEIVE_START;
				end
				ctr <= 4;
				data_ready <= 0;
				bit_ctr <= 0;
				data <= 0;
			end
			STATE_RECEIVE_START: begin
				if(rx != 0 && ctr < start_bit_duration) begin 
					cur_state <= STATE_IDLE;
					ctr <= 0;
				end
				if(ctr == bit_duration) begin
					ctr <= 0;
					cur_state <= STATE_READ_DATA;
				end
			end
			STATE_READ_DATA: begin
				if(ctr == bit_duration >> 1) begin
					bit_ctr <= bit_ctr + 1;
					data <= {rx, data[7:1]}; 
				end
				if(ctr == bit_duration) begin
					ctr <= 0;
					if(bit_ctr == 8) begin
						cur_state <= STATE_STOPBITS;
					end
				end
			end
			STATE_STOPBITS: begin
				if((stopbits == 2'b00) && (ctr == bit_duration >> 1)) begin  
					data_ready <= 1;
					cur_state <= STATE_IDLE;
				end else if ((stopbits == 2'b01) && (ctr == bit_duration)) begin  
					data_ready <= 1;
					cur_state <= STATE_IDLE;
				end else if ((stopbits == 2'b10) && (ctr == {1'b0,bit_duration[15:0]} + bit_duration >> 1)) begin
					data_ready <= 1;
					cur_state <= STATE_IDLE;
				end else if(ctr[15:1] == bit_duration) begin  
					data_ready <= 1;
					cur_state <= STATE_IDLE;
				end
			end
		endcase
	end
end
endmodule
==> run.sh <==
#!/bin/bash
# OpenROAD 26Q1-2900-gdf79404cd8, Yosys 0.63+post, stock flow scripts
make -C /OpenROAD-flow-scripts/flow DESIGN_CONFIG=/design/flow/config.mk WORK_HOME=/design/flow/orfs finish
==> config.mk <==
export PLATFORM = sky130hd
export DESIGN_NAME = uart_rx
export DESIGN_NICKNAME = uart_rx
export VERILOG_FILES = /design/flow/design.v
export SDC_FILE = /design/flow/constraint.sdc
export NUM_CORES = 4
export LEC_CHECK = 1
export CORE_UTILIZATION = 50
==> constraint.sdc <==
current_design uart_rx

set clk_period 3.1
set clk_io_pct 0.2

create_clock -name clk0 -period $clk_period [get_ports {clk}]

set non_clock_inputs [all_inputs -no_clocks]
set_input_delay [expr $clk_period * $clk_io_pct] -clock clk0 $non_clock_inputs
set_output_delay [expr $clk_period * $clk_io_pct] -clock clk0 [all_outputs]
==> flow_summary_export.csv <==
group,metric,value,unit
timing,slew_headroom,50.98,%
timing,post-route-period-util,85.60,%
timing,tightest_slew,734.2,ps
timing,rsz0062_at_grt,"no",
clock_tree,postCtsSetupBuffers,0,
logic_synthesis,async_reset_ff_share,0,%
routing,first_pass_iters,4,
logic_synthesis,yosysTopAreaCell,"dfxtp_1",
logic_synthesis,ys_sh_xor,21.89,%
clock_tree,cts_resized,0,
floorplan,io_pins,46,
timing,finalHoldViolations,0,
logic_synthesis,postSynthSeqShare,29.56,%
clock_tree,cts_buffer_depth,2,
logic_synthesis,synth.avg_cell_area,8.177,um2
timing,finalSetupViolations,0,
placement,gp_congestion,0.9348,
global_route,grt_use_total,23.64,%
clock_tree,cts.sinks,39,
power,ir_worst_vdd,0.0002966,V
logic_synthesis,flop_cell,"dfxtp_1",
job,warnings,27,
placement,placed_cell_area,0.003105,mm2
routing,vias,2195,
routing,vias_per_cell,5.153,
critical_path,worstPathMaxFanout,16,
global_route,overflow,0,
routing,n_antenna_cell,0,
logic_synthesis,aoi_share,9.758,%
critical_path,cp-start-kind,"input port",
finish,logic_area,0.001669,mm2
placement,dpl.hpwl,4493,um
logic_synthesis,most_common_cell,"dfxtp_1",
timing,period_needed,2654,ps
logic_synthesis,netlist_instances,323,
min_path,hold_depth,1,
critical_path,endpoint,"ctr[0]",
floorplan,initCoreUtil,51.71,%
timing,tns,0,ps
critical_path,required,3280,ps
global_route,grt_max_degree,23,
floorplan,die.size.y,74.68,um
critical_path,cp.arrival,2830,ps
global_route,antenna_found_initial,0,
clock_tree,clkLatencyLatePin,290,ps
clock_tree,cts_hold_buf,0,
clock_tree,clk_pin_slew_worst_paths,70,ps
global_route,grt_pass1_vias,2051,
floorplan,rows,26,
timing,max_freq,0.3768,GHz
finish,final_area,0.003206,mm2
critical_path,r2r_cells,8,
logic_synthesis,yosys.area_share.adder,8.527,%
logic_synthesis,yosys_warnings,1,
finish,fillerInstances,482,
critical_path,worst-r2r-setup-slack,690,ps
logic_synthesis,ys_cells,323,
floorplan,fp.coreArea,0.005107,mm2
global_route,grt_pass1_wl,9804,um
finish,reg_top3,"ctr (17), data (8), bit_ctr (5)",
min_path,hold_class,"reg2reg",
critical_path,reg2reg_from,"ctr[3]",
clock_tree,cts_tree,"done",
logic_synthesis,ys_chip_area,0.002641,mm2
finish,ff_latch_area,780.7,um2
logic_synthesis,ys_top_cells_by_area,"dfxtp_1, xnor2_1, xor2_1",
logic_synthesis,synth.top_cell.area_share,29.56,%
clock_tree,cts_root_buffer,"clkbuf_8",
job,max_cap_viol_count,0,
logic_synthesis,synth_flops,39,
routing,wl_per_cell,13.92,um
critical_path,end_kind,"flop",
logic_synthesis,yosys-top-cells-count,"dfxtp_1, xnor2_1, nor2_1, xor2_1, nand3_1",
finish,regMostFlops,"ctr",
finish,largest_register_ffs,17,
logic_synthesis,synth-edff-count,0,
logic_synthesis,ys_sh_mux,0,%
critical_path,rr_endpoint,"ctr[0]",
power,powerDensity,317.4,mW/mm2
placement,portBuffers,45,
min_path,hold_path.startpoint,"rx_shift_reg[2]",
power,total_power,1017,uW
logic_synthesis,simple_gate_share,23.02,%
floorplan,die_w,74.68,um
critical_path,critPathKind,"in2reg",
finish,drive_gt1_share,4.213,%
critical_path,worstSetupStartpoint,"start_bit_duration[3]",
logic_synthesis,synth.comb.largest_family,"simple AND/OR/NAND/NOR gates",
logic_synthesis,synth_area,0.002641,mm2
clock_tree,cts_made_buffers,5,
finish,area_growth,21.36,%
floorplan,die_area,0.005577,mm2
routing,routed_wl,5929,um
status,outcome,"finished, final reports clean",
logic_synthesis,ys_types,37,
clock_tree,htreeDepth,2,
routing,drt_iter0_drc,126,
timing,skew,3.483,ps
routing,drc,0,
power,cellLeakagePower,0.001243,uW
timing,drv_slew,0,
routing,ant_nets,0,
==> through the flow <==
| step | setup WS [ps] | instances | utilization (%) | hold slack (ps) |
|---|---|---|---|---|
| 3_3_place_gp | 80.34 | 418 | 60.80 | 453.2 |
| 2_1_floorplan | 729.6 | 323 | - | 430.9 |
| 5_1_grt | 188.6 | 426 | 62.76 | 481.6 |
| 3_5_place_dp | 77.92 | 418 | 60.80 | 453.0 |
| 4_1_cts | 396.1 | 426 | 62.76 | 469.1 |
| 6_report | 446.4 | 426 | 62.76 | 466.2 |
==> how the worst min path moves through the flow <==
stage | endpoint | slack (ps)
4_1_cts | rx_shift_reg[1] | 470
5_1_grt | rx_shift_reg[1] | 480
6_report | rx_shift_reg[1] | 470
==> layer usage <==
| metal | up-vias | global-route usage [%] | wire, um | part of all wire (%) |
|---|---|---|---|---|
| li1 | 1149 | - | - | - |
| met1 | 994 | 37.15 | 3077 | 52 |
| met2 | 50 | 35.24 | 2466 | 42 |
| met3 | 2 | 5.834 | 370 | 6.2 |
| met4 | 0 | 1.048 | 14 | 0.24 |
| met5 | - | 0 | 0 | 0 |
==> area by class of cell <==
| type | count | area share [%] |
|---|---|---|
| Multi-Input combinational cell | 239 | 52.07 |
| Sequential cell | 39 | 24.36 |
| Timing Repair Buffer | 48 | 15.14 |
| Clock buffer | 8 | 3.123 |
| Tap cell | 70 | 2.732 |
| Inverter | 22 | 2.576 |
==> cell families (layout without fill, tap and decap cells) <==
logic type | Yosys count | count (layout)
compound gates | 39 | 39
xor+xnor | 66 | 66
fa+ha+maj | 18 | 18
buf+inv | 45 | 78
flops | 39 | 39
simple gates | 116 | 116
==> cells in the final DEF (no fill, tap or decap), types with 4 or more instances in the layout <==
| master | synthesis | layout |
|---|---|---|
| ha_1 | 18 | 18 |
| clkdlybuf4s50_1 | 0 | 45 |
| nand4_1 | 15 | 15 |
| xor2_1 | 30 | 30 |
| inv_1 | 22 | 22 |
| nand2_1 | 14 | 14 |
| nand2b_1 | 5 | 5 |
| clkbuf_8 | 0 | 7 |
| xnor2_1 | 36 | 36 |
| nor4_1 | 5 | 5 |
| dfxtp_1 | 39 | 39 |
| nor2b_1 | 7 | 7 |
| a21oi_1 | 18 | 18 |
| a21o_1 | 4 | 4 |
| nor2_1 | 31 | 31 |
| nand3_1 | 28 | 28 |
==> report_power, final <==
group          internal [uW]  leakage [uW]  switching [uW]  total (uW)
registers                505      0.000315            5.89         511
clock network            203     0.0000515             170         373
logic                   76.3      0.000876            57.2         133
total                    784       0.00124             233        1020
==> critical path, stage by stage <==
cell and delay (ps):
clkdlybuf4s50_1 450, inv_1 40, ha_1 310, a21oi_1 150
a21boi_0 110, o311ai_0 340, o211ai_1 290, a211oi_4 310
buf_12 170, nor2_1 40
Power is estimated from default activity; no workload was simulated.
