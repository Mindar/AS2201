<file path="flow/run.sh">
#!/bin/bash
# OpenROAD 26Q1-2900-gdf79404cd8, Yosys 0.63+post, stock flow scripts
make -C /OpenROAD-flow-scripts/flow DESIGN_CONFIG=/design/flow/config.mk WORK_HOME=/design/flow/orfs finish
</file>
<file path="flow/constraint.sdc">
current_design bcd_encoder

set clk_period 3.5
set clk_io_pct 0.2

create_clock -name clk0 -period $clk_period [get_ports {i_clk}]

set non_clock_inputs [all_inputs -no_clocks]
set_input_delay [expr $clk_period * $clk_io_pct] -clock clk0 $non_clock_inputs
set_output_delay [expr $clk_period * $clk_io_pct] -clock clk0 [all_outputs]
</file>
<file path="flow/config.mk">
export PLATFORM = sky130hd
export DESIGN_NAME = bcd_encoder
export DESIGN_NICKNAME = bcd_encoder
export VERILOG_FILES = /design/flow/design.v
export SDC_FILE = /design/flow/constraint.sdc
export NUM_CORES = 4
export LEC_CHECK = 1
export CORE_UTILIZATION = 30
</file>
<file path="flow/design.v">
module bcd_encoder (
	input i_clk, i_rst,
	input i_begin_conv,
	input [15:0] i_binary,
	output reg o_conv_done,
	output reg [15:0] o_bcd
);
reg [4:0] conv_ctr;
reg [15:0] i_convreg;
wire [16:0] hexed_values;
assign hexed_values[0]     = i_convreg[15];
assign hexed_values[4:1]   = (o_bcd[3:0] > 4)   ? {o_bcd[3:0] + 4'd3}   :  {o_bcd[3:0]};
assign hexed_values[8:5]   = (o_bcd[7:4] > 4)   ? {o_bcd[7:4] + 4'd3}   :  {o_bcd[7:4]};
assign hexed_values[12:9]  = (o_bcd[11:8] > 4)  ? {o_bcd[11:8] + 4'd3}  :  {o_bcd[11:8]};
assign hexed_values[16:13] = (o_bcd[15:12] > 4) ? {o_bcd[15:12] + 4'd3} :  {o_bcd[15:12]};
always_ff @(posedge i_clk) begin
	if(i_rst) begin
		o_conv_done <= 1;
		o_bcd <= 16'b0;
		i_convreg <= 16'b0;
		conv_ctr <= 0;
	end else begin
		if(conv_ctr == 0 && i_begin_conv && o_conv_done) begin
			i_convreg <= i_binary;
			o_conv_done <= 0;
			o_bcd <= 16'b0;
		end else if (!o_conv_done && conv_ctr < 16) begin
			conv_ctr <= conv_ctr + 1;
			i_convreg[15:0] = {i_convreg[14:0], 1'b0};
			o_bcd[15:0] <= hexed_values[15:0];
			if(conv_ctr == 15) begin
				o_conv_done <= 1;
			end
		end
	end
end
endmodule
</file>
==> results.sh <==
# flow metrics
export IMPL_crit_required_ns=2.80
export IMPL_fp_util=0.316
export IMPL_drtAntennaViolNets=0
export IMPL_status="finished, final reports clean"
export IMPL_die_h_microns=84.8
export IMPL_area_leaders="dfxtp_1 37%, ha_1 6.7%, a32oi_1 6.4%"
export IMPL_hp_class="register to register"
export IMPL_cts_hold_buf=0
export IMPL_holdPathEnd="i_convreg[9]$_SDFFE_PP0P_"
export IMPL_dp_hpwl_microns=2910
export IMPL_power_density_mw_per_mm2=391
export IMPL_root_buffer="clkbuf_8"
export IMPL_critPathCaptureType="output pin"
export IMPL_ys_seq_frac=0.370
export IMPL_first_pass_iters=24
export IMPL_synth_area_sq_mm=0.00205
export IMPL_n_antenna_cell=0
export IMPL_port_buffers=35
export IMPL_irDropWorstVdd_mv=0.238
export IMPL_cts_max_path_buffers=2
export IMPL_final_layout_size_suffix_gt1_frac=0.0913
export IMPL_overflow=0
export IMPL_ios=36
export IMPL_path_cells="clkdlybuf4s50_1"
export IMPL_comb_area_sq_mm=0.00114
export IMPL_nFillCells=637
export IMPL_placementRows=29
export IMPL_r2r_slack_ns=1.44
export IMPL_min_period_ns=2.15
export IMPL_grt_max_degree=26
export IMPL_syn2layout_area_growth_pct=22.7
export IMPL_top_area_cell="dfxtp_1"
export IMPL_critPathTopFamily="flip-flops"
export IMPL_drc_errors=0
export IMPL_tightest_slew_ns=0.819
export IMPL_cts_setup_buffers=0
export IMPL_finalSetupViolCount=0
export IMPL_worstSkewPairLatency_ns=0.29
export IMPL_ys_cells=234
export IMPL_viasPerCell=5.50
export IMPL_critPathMaxFanout=12
export IMPL_dr_first_iter_drc_count=124
export IMPL_cp_depth=1
export IMPL_ctsResizeCount=0
export IMPL_warning_count=30
export IMPL_ctsHtreeMaxLevel=2
export IMPL_finalHoldViolCount=0
export IMPL_syn_inst=234
export IMPL_drv_slew=0
export IMPL_r2r_cells=4
export IMPL_netSwitchingFraction=0.297
export IMPL_synth_seq_cells=38
export IMPL_arrival_ns=1.45
export IMPL_clkTransAtPathRegs_ns=0.08
export IMPL_worst_setup_path_type="register to output pin"
export IMPL_die_x_microns=84.8
export IMPL_dpl_cell_count=332
export IMPL_place_congestion=0.773
export IMPL_seqPwrFrac=0.486
export IMPL_clock_power_share=0.321
export IMPL_synth_cell_types=30
export IMPL_synth_area_per_cell_sq_um=8.78
export IMPL_clock_sinks=38
export IMPL_finalClockPeriodUsage=0.614
export IMPL_slew_headroom=0.453
export IMPL_core_sq_mm=0.00649
export IMPL_yosysWarnings=1
export IMPL_max_clock_freq_ghz=0.465
export IMPL_slowest_delay_ns=0.61
export IMPL_grt_pass1_wl_microns=8140
export IMPL_grt_pass1_vias=1680
export IMPL_worstReg2RegStart="conv_ctr[4]$_SDFFE_PP0P_"
export IMPL_cp_buffers_inverters=1
export IMPL_ys_chip_area_sq_mm=0.00205
export IMPL_switching_power_mw=0.293
export IMPL_power_leakage_nw=0.791
export IMPL_die_area_sq_mm=0.00718
export IMPL_finClkSkew_ns=0.00479
export IMPL_rr_endpoint="i_convreg[6]$_SDFFE_PP0P_"
export IMPL_whs_path_depth=2
export IMPL_internal_power_mw=0.692
export IMPL_wl_per_cell_microns=13.6
export IMPL_synthDominantCellAreaShare=0.370
export IMPL_flop_area_sq_um=761
export IMPL_cp_start_kind="register"
export IMPL_antenna_found_initial=0
export IMPL_p_comb_frac=0.193
export IMPL_cts_tree="yes"
export IMPL_critPathSlowestCell="dfxtp_1"
export IMPL_tns_ns=0
export IMPL_wl_microns=4610
export IMPL_drv_cap=0
export IMPL_fin_cells=340
export IMPL_cts_made_buffers=5
export IMPL_vias=1871
export IMPL_grt_usage=0.137
export IMPL_hold_start="i_convreg[9]$_SDFFE_PP0P_"
export IMPL_rsz0062_at_grt="no"
layer usage:
layer	global-route usage	part of all wire	vias to the layer above
li1	-	-	936
met4	0.0108	0.0067	0
met5	0	0	-
met1	0.217	0.52	882
met2	0.208	0.43	48
met3	0.0229	0.048	5
cell usage after synthesis:
cell,instances
nor4b_4,1
a21o_1,1
ha_1,11
nand2_1,16
or4b_4,1
and2_1,1
a31oi_1,11
clkbuf_1,8
xnor2_1,2
buf_12,1
inv_1,11
and3_1,1
or3_1,1
nor3_1,4
buf_2,8
o21bai_1,1
or2_1,1
nor2_1,14
a32oi_1,15
a21oi_1,24
o211ai_2,9
o2111ai_1,3
nor2b_1,8
dfxtp_1,38
nor3b_1,1
nand3_1,5
buf_6,2
or4_1,8
o21ai_0,12
o211ai_1,15
layout by cell type (no fill, tap or decap):
cell type,count
nor2_1,13
a32oi_1,15
ha_1,11
xnor2_1,2
o21bai_1,1
a31oi_1,11
clkbuf_1,1
and2_1,1
o2111ai_1,3
o211ai_1,15
nand3_1,5
o21ai_0,12
nand2_1,16
nor2_2,1
or3_1,1
clkdlybuf4s50_1,35
a21o_1,1
o211ai_2,9
or4_1,8
or2_1,1
and3_1,1
nor3b_1,1
dfxtp_1,38
clkbuf_8,6
nor4b_4,1
or4b_4,1
nor3_1,4
clkinv_2,1
buf_4,5
inv_1,11
a21oi_1,24
nor2b_1,8
final cells by class:
type,count,area share
inverter,11,0.0164
clock buffer,7,0.0343
multi-input combinational,166,0.453
tap,77,0.0382
timing repair buffer,40,0.154
clock inverter,1,0.00199
sequential,38,0.302
through the flow:
| step | util | hold WS (ns) | worst slack (ns) | power [mW] | cell area [sq um] |
|---|---|---|---|---|---|
| finish | 0.388 | 0.472 | 1.35 | 0.985 | 2520 |
| CTS | 0.388 | 0.474 | 1.33 | 0.990 | 2520 |
| global placement | 0.374 | 0.459 | 1.24 | 0.679 | 2430 |
| floorplan | - | 0.444 | 1.88 | 0.628 | 2050 |
| detailed placement | 0.374 | 0.461 | 1.23 | 0.677 | 2430 |
| global route | 0.388 | 0.486 | 1.23 | 1.03 | 2520 |
sequential cells by signal (all words and copies together), names as in the netlist:
signal       count
i_convreg       16
o_bcd           16
conv_ctr         5
o_conv_done      1
power by group through the flow:
stage	sequential, mW	clock (mW)	combinational, mW
finish	0.479	0.316	0.190
CTS	0.479	0.322	0.189
global route	0.483	0.340	0.210
logic make-up (layout without fill, tap and decap cells):
family / Yosys count / in the layout / synth area share
fa+ha+maj: 11 / 11 / 0.0670
buf+inv: 30 / 59 / 0.0749
compound gates: 91 / 91 / 0.315
flops: 38 / 38 / 0.370
xor+xnor: 2 / 2 / 0.00853
simple gates: 62 / 62 / 0.164
worst max-delay path by stage:
stage,startpoint,end
final,o_conv_done$_SDFFE_PP1P_,o_conv_done
after CTS,o_conv_done$_SDFFE_PP1P_,o_conv_done
after global routing,conv_ctr[4]$_SDFFE_PP0P_,i_convreg[4]$_SDFFE_PP0P_
Power is estimated from default activity; no workload was simulated.
